==> flow/design.v <==
package control_unit_pkg;
    localparam W_ST = 1; 
    typedef enum logic {
        IDLE        = 1'b0,
        PROCESING   = 1'b1
    } state_e;
    typedef enum logic {
        ZERO  = 1'b0,
        ONE   = 1'b1
    } value_e;
endpackage 
package Parameter_Definitions;
	parameter NBits = 8;  
endpackage
package definitions_pkg;
	 localparam  W_DISP_SEG  = 6;
	 localparam  W_OP = 1;
    localparam  W_DATA      = 16;
    localparam  W_ADDR      = 12;
	 localparam  W_BCD  =  4;
    localparam  W_DEPTH     = 2*W_DATA;
	 typedef logic [W_DISP_SEG-1:0] 	  disp_seg_t;	
	 typedef logic [W_OP:0] 	        op_t;	
	 typedef logic [W_BCD-1:0] 	     bcd_t;	
	 typedef logic [W_DEPTH-1:0] 	     prod_t;	
         typedef logic [W_DATA-1:0]        data_t;
endpackage
package definitions_pkg;
	 localparam  W_DISP_SEG  = 7;
	 localparam  W_OP = 1;
    localparam  W_DATA      = 16;
    localparam  W_ADDR      = 12;
	 localparam  W_BCD  =  4;
    localparam  W_DEPTH     = 2*W_DATA;
	 typedef logic [W_DISP_SEG-1:0] 	  disp_seg_t;	
	 typedef logic [W_OP:0] 	        op_t;	
	 typedef logic [W_BCD-1:0] 	     bcd_t;	
	 typedef logic [W_DEPTH-1:0] 	     prod_t;	
    typedef logic [W_DATA-1:0]        data_t;
endpackage
package dp_dc_ram_pkg ;
    localparam  W_DATA      = 5;
    localparam  W_ADDR      = 12;
    localparam  W_DEPTH     = 2**W_ADDR;
    typedef logic [W_DATA-1:0]        data_t;
    typedef logic [W_ADDR-1:0]        addr_t;
endpackage
module comb_v2p 
(
	input clk,
	input rst,
	input [63:0]	in,
	input [3:0]  	sel_1,
	input [3:0]  	sel_2,
	input [3:0]  	sel_3,
	input [3:0]  	sel_4,
	input [99:0] 	in_LD,
	input [3:0] in_Addr1,
	input [3:0] in_Addr2,
	input [3:0] in_Addr3,
	input [3:0] in_Addr4,
	output [7:0]	out_P1,
	output [7:0]	out_P2,
	output [7:0]	out_P3,
	output [7:0]	out_P4,
	output [19:0]	out_LD1,
	output [19:0]	out_LD2,
	output [19:0]	out_LD3,
	output [19:0]	out_LD4,
	output [20:0] RES
);
reg [7:0] temp1;	
reg [7:0] temp2;	
reg [7:0] temp3;	
reg [7:0] temp4;	
reg[19:0] temp_LD1;
reg[19:0] temp_LD2;
reg[19:0] temp_LD3;
reg[19:0] temp_LD4;
reg [159:0]TOTAL;
always@(*) 
			begin
				if(sel_1 == 0)
					begin
						temp1 <= in[7:0];
					end
				else if(sel_1 == 4)
					begin
						temp1 <= in[39:32];
					end
				if(sel_2 == 1)
					begin
						temp2 <= in[15:8];
					end
				else if(sel_2 == 5)
					begin
						temp2 <= in[47:40];
					end
				if(sel_3 == 2)
					begin
						temp3 <= in[23:16];
					end
				else if(sel_3 == 6)
					begin
						temp3 <= in[55:48];
					end
				if(sel_4 == 3)
					begin
						temp4 <= in[31:24];
					end
				else if(sel_4 == 7)
					begin
						temp4 <= in[63:56];
					end
	end
always_ff@(posedge clk or negedge rst)
	begin		
	if(!rst)
		begin
		temp_LD1 <= 20'b0;
		temp_LD2 <= 20'b0;
		temp_LD3 <= 20'b0;
		temp_LD4 <= 20'b0;
		TOTAL <= {160'b0}; 
		end
	else
		begin
			if(in_Addr1 == 0)
				begin
					TOTAL[19:0] <= TOTAL[19:0]+in_LD[99:80];
					temp_LD2 <= TOTAL[19:0];
				end
			else if(in_Addr1 == 1)
				begin
					TOTAL[39:20] <= TOTAL[39:20]+in_LD[99:80];
					temp_LD2 <= TOTAL[39:20];
				end
			else if(in_Addr1 == 2)
				begin
					TOTAL[59:40] <= TOTAL[59:40]+in_LD[99:80];
					temp_LD2 <= TOTAL[59:40];
				end
			else if(in_Addr1 == 3)
				begin
					TOTAL[79:60] <= TOTAL[89:60]+in_LD[99:80];
					temp_LD2 <= TOTAL[79:60];
				end
			else if(in_Addr1 == 4)
				begin
					TOTAL[99:80] <= TOTAL[99:80]+in_LD[99:80];
					temp_LD2 <= TOTAL[99:80];
				end
			else if(in_Addr1 == 5)
				begin
					TOTAL[119:100] <= TOTAL[119:100]+in_LD[99:80];
					temp_LD2 <= TOTAL[119:100];
				end
			else if(in_Addr1 == 6)
				begin
					TOTAL[139:120] <= TOTAL[139:120]+in_LD[99:80];
					temp_LD2 <= TOTAL[139:120];
				end
			else if(in_Addr1 == 7)
				begin
					TOTAL[159:140] <= TOTAL[159:140]+in_LD[99:80];
					temp_LD2 <= TOTAL[159:140];
				end
				if(in_Addr2 == 0)
				begin
					TOTAL[19:0] <= TOTAL[19:0]+in_LD[79:60];
					temp_LD3 <= TOTAL[19:0];
				end
			else if(in_Addr2 == 1)
				begin
					TOTAL[39:20] <= TOTAL[39:20]+in_LD[79:60];
					temp_LD3 <= TOTAL[39:20];
				end
			else if(in_Addr2 == 2)
				begin
					TOTAL[59:40] <= TOTAL[59:40]+in_LD[79:60];
					temp_LD3 <= TOTAL[59:40];
				end
			else if(in_Addr2 == 3)
				begin
					TOTAL[79:60] <= TOTAL[79:60]+in_LD[79:60];
					temp_LD3 <= TOTAL[99:60];
				end
			else if(in_Addr2 == 4)
				begin
					TOTAL[99:80] <= TOTAL[99:80] +in_LD[79:60];
					temp_LD3 <= TOTAL[99:80];
				end
			else if(in_Addr2 == 5)
				begin
					TOTAL[119:100] <= TOTAL[119:100]+in_LD[79:60];
					temp_LD3 <= TOTAL[119:100];
				end
			else if(in_Addr2 == 6)
				begin
					TOTAL[139:120] <= TOTAL[139:120]+in_LD[79:60];
					temp_LD3 <= TOTAL[139:120];
				end
			else if(in_Addr2 == 7)
				begin
					TOTAL[159:140] <= TOTAL[159:140]+in_LD[79:60];
					temp_LD3 <= TOTAL[159:140];
				end
			if(in_Addr3 == 0)
				begin
					TOTAL[19:0] <= TOTAL[19:0]+in_LD[59:40];
					temp_LD4 <= TOTAL[19:0];
				end
			else if(in_Addr3 == 1)
				begin
					TOTAL[39:20] <= TOTAL[39:20]+in_LD[59:40];
					temp_LD4 <= TOTAL[39:20];
				end
			else if(in_Addr3 == 2)
				begin
					TOTAL[59:40] <= TOTAL[59:40] +in_LD[59:40];
					temp_LD4 <= TOTAL[59:40];
				end
			else if(in_Addr3 == 3)
				begin
					TOTAL[79:60] <= TOTAL[79:60] +in_LD[59:40];
					temp_LD4 <= TOTAL[79:60];
				end
			else if(in_Addr3 == 4)
				begin
					TOTAL[99:80] <= TOTAL[99:80] +in_LD[59:40];
					temp_LD4 <= TOTAL[99:80];
				end
			else if(in_Addr3 == 5)
				begin
					TOTAL[119:100] <= TOTAL[119:100]+in_LD[59:40];
					temp_LD4 <= TOTAL[119:100];
				end
			else if(in_Addr3 == 6)
				begin
					TOTAL[139:120] <= TOTAL[139:120]+in_LD[59:40];
					temp_LD4 <= TOTAL[139:120];
				end
			else if(in_Addr3 == 7)
				begin
					TOTAL[159:140] <= 	TOTAL[159:140] +in_LD[59:40];
					temp_LD4 <= TOTAL[159:140];
				end
			if(in_Addr4 == 0)
				begin
					TOTAL[19:0] <=TOTAL[19:0]+ in_LD[39:20];
					temp_LD1 <= TOTAL[19:0];
				end
			else if(in_Addr4 == 1)
				begin
					TOTAL[39:20] <= TOTAL[39:20]+in_LD[39:20];
					temp_LD1 <= TOTAL[39:20];
				end
			else if(in_Addr4 == 2)
				begin
					TOTAL[59:40] <= TOTAL[59:40]+in_LD[39:20];
					temp_LD1 <= TOTAL[59:40];
				end
			else if(in_Addr4 == 3)
				begin
					TOTAL[79:60] <= 	TOTAL[79:60] +in_LD[39:20];
					temp_LD1 <= TOTAL[79:60];
				end
			else if(in_Addr4 == 4)
				begin
					TOTAL[99:80] <= TOTAL[99:80]+in_LD[39:20];
					temp_LD1 <= TOTAL[99:80];
				end
			else if(in_Addr4 == 5)
				begin
					TOTAL[119:100] <= TOTAL[119:100] +in_LD[39:20];
					temp_LD1 <= TOTAL[119:100];
				end
			else if(in_Addr4 == 6)
				begin
					TOTAL[139:120] <= TOTAL[139:120] +in_LD[39:20];
					temp_LD1 <= TOTAL[139:120];
				end
			else if(in_Addr4 == 7)
				begin
					TOTAL[159:140] <= TOTAL[159:140]+in_LD[39:20];
					temp_LD1 <= TOTAL[159:140];
				end
		end
	end
assign out_P1 = temp1;
assign out_P2 = temp2;
assign out_P3 = temp3;
assign out_P4 = temp4;
assign RES = TOTAL;
endmodule
==> flow/run.sh <==
#!/bin/bash
# OpenROAD 26Q1-2900-gdf79404cd8, Yosys 0.63+post, stock flow scripts
make -C /OpenROAD-flow-scripts/flow DESIGN_CONFIG=/design/flow/config.mk WORK_HOME=/design/flow/orfs finish
==> flow/config.mk <==
export PLATFORM = sky130hd
export DESIGN_NAME = comb_v2p
export DESIGN_NICKNAME = comb_v2p
export VERILOG_FILES = /design/flow/design.v
export SDC_FILE = /design/flow/constraint.sdc
export NUM_CORES = 4
export LEC_CHECK = 1
export CORE_AREA = 10 10 140 140
export DIE_AREA = 0 0 150 150
==> flow/constraint.sdc <==
current_design comb_v2p

set clk_period 5.1
set clk_io_pct 0.2

create_clock -name clk0 -period $clk_period [get_ports {clk}]

set non_clock_inputs [all_inputs -no_clocks]
set_input_delay [expr $clk_period * $clk_io_pct] -clock clk0 $non_clock_inputs
set_output_delay [expr $clk_period * $clk_io_pct] -clock clk0 [all_outputs]
==> flow_metrics.tcl <==
# flow metrics
set metrics [dict create \
    finClkSkew_ns 0.00359 \
    maxCapViolCount 0 \
    grt_max_degree 26 \
    viasPerCell 4.14 \
    synth-edff-count 0 \
    logic_area_um2 2520 \
    cts_setup_buffers 0 \
    slew_headroom_pct 48.5 \
    row_count 47 \
    setup_tns_ns 0 \
    ys_cells 475 \
    hold_end "TOTAL[20]" \
    layout-area-overhead-vs-synth_pct 59.5 \
    setup_violations 0 \
    finalCritPeriodShare_pct 85.8 \
    drive_gt1_share_pct 7.86 \
    irDropWorstVdd_mv 0.123 \
    grt_pass1_vias 3952 \
    cp_data_required_time_ns 5.23 \
    clkTransAtPathRegs_ns 0.06 \
    tightest_slew_ns 0.770 \
    power_switching_w 0.000653 \
    htree_levels 1 \
    internal-power_w 0.00102 \
    maxSlewViolCount 0 \
    warnings 46 \
    coreArea_um2 16600 \
    layout_top_cells "clkdlybuf4s50_1 (230), conb_1 (80), a21oi_1 (46), nor2_1 (44), nand2_1 (40)" \
    synth_chip_area_um2 3930 \
    n_antenna_cell 0 \
    power_frac_clock_pct 10.2 \
    grt_antenna_before_repair 0 \
    powerDensity_nw_per_um2 266 \
    drt_iter0_drc 129 \
    dieWidth_um 150 \
    drt_pass1_iterations 6 \
    netlist_instances 475 \
    place_congestion 0.875 \
    async_flop_share_pct 39.6 \
    p_leak_nw 2.59 \
    clockBufferDepth 2 \
    postSynthAreaPerCell_um2 8.28 \
    root_buffer "clkbuf_16" \
    drc_errors 0 \
    worst-setup-path-type "input pin to flop" \
    r2r-start "TOTAL[0]" \
    reg2reg_to "TOTAL[8]" \
    cts_resized 0 \
    unclocked_regs 32 \
    chipArea_um2 22500 \
    routedWlPerCell_um 16.7 \
    min_period_ns 4.38 \
    drt-total-wl_mm 15.3 \
    reg2reg_depth 9 \
    fp.dieH_um 150 \
    mostFrequentLayoutCell "clkdlybuf4s50_1" \
    seqPwrFrac_pct 21.3 \
    start_kind "input pin" \
    cts_buffers 3 \
    overflow 0 \
    fmax_ghz 0.228 \
    cts_hold_buffers 0 \
    ant_nets 0 \
    io_buffers 230 \
    min_from "TOTAL[20]" \
    hold_viol_final 0 \
    io-pin-count 331 \
    sw_frac_of_total_pct 39.1 \
    worstSkewPairLatency_ns 0.25 \
    min_path_cells 1 \
    outcome "completed" \
    synth_cell_types 48 \
    ys_ff 53 \
    combPwrFrac_pct 68.6 \
    yosys_warnings 81 \
    rsz0062_at_grt "false" \
    place_inst 916 \
    synth_area_um2 3930 \
    dp_hpwl_mm 13.5 \
    postLayoutCoreUtil_pct 37.8 \
    yosys_most_used_dff "dlxtn_1" \
    fillers 1729 \
    critPathArrivalTime_ns 4.51 \
    path_max_fanout 22 \
    regArea_um2 1010 \
    final_cells 920 \
    timing.reg2reg.setup_slack_ns 2.64 \
    untimed_endpoints 64 \
    placed_cell_area_um2 6200 \
    vias 3812 \
    cts_tree "yes" \
    fp_util_pct 23.7 \
    power.total_w 0.00167 \
    track_usage_pct 12.8 \
    hold_path.class "flop to flop" \
    timing.critical_path.to_type "flop" \
    fin_area_um2 6270 \
    grt_pass1_wl_mm 22.5 \
]
==> flip-flops by register name, indices dropped and copies added (netlist names) <==
register / count
temp4: 8
temp2: 8
temp1: 8
TOTAL: 21
temp3: 8
==> kinds of logic (layout without fill, tap and decap cells) <==
group | after synthesis | after routing | synth area share [%]
buffers and inverters | 100 | 246 | 18.0
multiplexers | 55 | 55 | 15.0
other | 1 | 80 | 0.0953
flip-flops | 21 | 21 | 13.4
latches | 32 | 32 | 12.2
AND-OR/OR-AND | 108 | 108 | 15.9
XOR/XNOR | 18 | 18 | 4.01
adder cells (fa/ha/maj) | 21 | 21 | 6.87
AND/OR/NAND/NOR | 119 | 119 | 14.5
==> per-layer routing <==
metal	up-vias	global-route usage, %	wire (µm)
met1	1660	15.7	6240
li1	1954	-	-
met2	194	21.7	7290
met4	0	0.729	64
met5	-	0	0
met3	4	4.97	1740
==> how the worst max path moves through the flow <==
stage	startpoint	slack, ns	to
after global routing	in_Addr2[0]	0.48	TOTAL[19]
final	in_Addr2[0]	0.72	TOTAL[8]
after CTS	in_Addr2[0]	0.68	TOTAL[8]
==> worst max-delay path, cell delays in order <==
cell and delay, ns:
clkdlybuf4s50_1 0.49, nor4_4 0.33, buf_12 0.25, mux2i_1 0.20, nor2_1 0.06, a21oi_1 0.12
o21ai_0 0.10, ha_1 0.23, fa_1 0.41, a21o_1 0.17, a21oi_1 0.26, o21bai_1 0.12
a211o_1 0.29, a31oi_1 0.22, xor2_1 0.16, o21ai_0 0.08
==> power by group through the flow <==
| stage | logic (W) | clock network [W] | registers [W] |
|---|---|---|---|
| CTS | 0.00117 | 0.000177 | 0.000357 |
| finish | 0.00114 | 0.000170 | 0.000355 |
| global route | 0.00129 | 0.000184 | 0.000373 |
==> Yosys cell counts (3+ instances only) <==
library cell  count  area share [%]
xnor2_1          12             2.7
nand3_1           6            0.76
nor2_1           44             4.2
a31oi_1           6            0.95
ha_1             20             6.4
nor3_1            5            0.64
o21ai_0          30             3.8
a211o_1           3            0.67
inv_1             4            0.38
nand4_1           3            0.48
o21ai_1           4            0.51
xor2_1            6             1.3
a21oi_1          46             5.9
a21o_1            6             1.1
nand2_1          40             3.8
buf_4            84              16
dlxtn_1          32              12
dfrtp_1          21              13
mux2i_1          22             5.6
or3_1             4            0.64
clkbuf_1          8            0.76
mux2_2           33             9.4
==> final cells by class <==
cell class / count / share of cell area [%]
inverters: 4 / 0.239
well taps: 220 / 4.39
repair buffers: 238 / 37.8
clock buffers: 4 / 1.26
multi-input cells: 401 / 40.2
flip-flops and latches: 53 / 16.0
==> per-stage QoR <==
step / setup slack (ns) / hold WS, ns
6_report: 0.722 / 0.467
5_1_grt: 0.483 / 0.506
4_1_cts: 0.683 / 0.475
3_5_place_dp: 0.436 / 0.467
3_3_place_gp: 0.438 / 0.463
2_1_floorplan: 1.15 / 0.425
Power and IR drop assume default switching activity.
