File: flow/config.mk
export PLATFORM = sky130hd
export DESIGN_NAME = Binary_BCD_16
export DESIGN_NICKNAME = Binary_BCD_16
export VERILOG_FILES = /design/flow/design.v
export SDC_FILE = /design/flow/constraint.sdc
export NUM_CORES = 4
export LEC_CHECK = 1
export CORE_UTILIZATION = 40
File: flow/constraint.sdc
current_design Binary_BCD_16

set clk_period 21.5
set clk_io_pct 0.2

create_clock -name clk0 -period $clk_period

set non_clock_inputs [all_inputs -no_clocks]
set_input_delay [expr $clk_period * $clk_io_pct] -clock clk0 $non_clock_inputs
set_output_delay [expr $clk_period * $clk_io_pct] -clock clk0 [all_outputs]
File: flow/design.v
package control_unit_pkg;
    localparam W_ST = 1; 
    typedef enum logic {
        IDLE        = 1'b0,
        PROCESING   = 1'b1
    } state_e;
    typedef enum logic {
        ZERO  = 1'b0,
        ONE   = 1'b1
    } value_e;
endpackage 
package Parameter_Definitions;
	parameter NBits = 8;  
endpackage
package definitions_pkg;
	 localparam  W_DISP_SEG  = 6;
	 localparam  W_OP = 1;
    localparam  W_DATA      = 16;
    localparam  W_ADDR      = 12;
	 localparam  W_BCD  =  4;
    localparam  W_DEPTH     = 2*W_DATA;
	 typedef logic [W_DISP_SEG-1:0] 	  disp_seg_t;	
	 typedef logic [W_OP:0] 	        op_t;	
	 typedef logic [W_BCD-1:0] 	     bcd_t;	
	 typedef logic [W_DEPTH-1:0] 	     prod_t;	
         typedef logic [W_DATA-1:0]        data_t;
endpackage
package definitions_pkg;
	 localparam  W_DISP_SEG  = 7;
	 localparam  W_OP = 1;
    localparam  W_DATA      = 16;
    localparam  W_ADDR      = 12;
	 localparam  W_BCD  =  4;
    localparam  W_DEPTH     = 2*W_DATA;
	 typedef logic [W_DISP_SEG-1:0] 	  disp_seg_t;	
	 typedef logic [W_OP:0] 	        op_t;	
	 typedef logic [W_BCD-1:0] 	     bcd_t;	
	 typedef logic [W_DEPTH-1:0] 	     prod_t;	
    typedef logic [W_DATA-1:0]        data_t;
endpackage
package dp_dc_ram_pkg ;
    localparam  W_DATA      = 5;
    localparam  W_ADDR      = 12;
    localparam  W_DEPTH     = 2**W_ADDR;
    typedef logic [W_DATA-1:0]        data_t;
    typedef logic [W_ADDR-1:0]        addr_t;
endpackage
module add3(in,out);
 input  [3:0] in; 
 output [3:0] out; 
 reg    [3:0] out;
 always @ (in)
 case (in)       
	  4'b0000: out <= 4'b0000;     
	  4'b0001: out <= 4'b0001;      
	  4'b0010: out <= 4'b0010;      
	  4'b0011: out <= 4'b0011;    
	  4'b0100: out <= 4'b0100;    
	  4'b0101: out <= 4'b1000;     
	  4'b0110: out <= 4'b1001;     
	  4'b0111: out <= 4'b1010;      
	  4'b1000: out <= 4'b1011;      
	  4'b1001: out <= 4'b1100;    
	  default: out <= 4'b0000;    
 endcase
endmodule 
module Binary_BCD_16(A,ONES,TENS,HUNDREDS,THOUSANDS,TEN_THOUSANDS,HUNDRED_THOUSANDS); 
input  [15:0] A; 
output [3:0] ONES, TENS;
output [3:0] HUNDREDS; 
output [3:0]THOUSANDS;
output [3:0]TEN_THOUSANDS;
output HUNDRED_THOUSANDS;
	wire [3:0]   c1,c2,c3,c4,c5,c6,c7,c8,c9;
	wire [3:0]  c10,c11,c12,c13,c14,c15,c16;
	wire [3:0]  c17,c18,c19,c20,c21,c22;
	wire [3:0]  c23,c24,c25,c26,c27,c28,c29;
	wire [3:0]  c30,c31,c32,c33,c34,c35;
	wire [3:0]   d1,d2,d3,d4,d5,d6,d7,d8,d9;
	wire [3:0]  d10,d11,d12,d13,d14,d15,d16;
	wire [3:0]  d17,d18,d19,d20,d21,d22;
	wire [3:0]  d23,d24,d25,d26,d27,d28,d29;
	wire [3:0]  d30,d31,d32,d33,d34,d35;
 assign d1   =  {1'b0,A[15:13]};
 assign d2   =  {c1[2:0],A[12]}; 
 assign d3   =  {c2[2:0],A[11]}; 
 assign d4   =  {c3[2:0],A[10]};
 assign d5   =  {c4[2:0],A[ 9]}; 
 assign d6   =  {c5[2:0],A[ 8]};
 assign d7   =  {c6[2:0],A[ 7]};
 assign d8   =  {c7[2:0],A[ 6]}; 
 assign d9   =  {c8[2:0],A[ 5]}; 
 assign d10  =  {c9[2:0],A[ 4]};
 assign d11  =  {c10[2:0],A[ 3]}; 
 assign d12  =  {c11[2:0],A[ 2]};
 assign d13  =  {c12[2:0],A[ 1]}; 
 assign d14  =  {1'b0,c1[3],c2[3],c3[3]};
 assign d15  =  {c14[2:0],c4[ 3]}; 
 assign d16  =  {c15[2:0],c5[ 3]}; 
 assign d17  =  {c16[2:0],c6[ 3]};
 assign d18  =  {c17[2:0],c7[ 3]}; 
 assign d19  =  {c18[2:0],c8[ 3]};
 assign d20  =  {c19[2:0],c9[ 3]};
 assign d21  =  {c20[2:0],c10[3]}; 
 assign d22  =  {c21[2:0],c11[3]}; 
 assign d23  =  {c22[2:0],c12[3]};
 assign d24  =  {1'b0,c14[3],c15[3],c16[3]};
 assign d25  =  {c24[2:0],c17[ 3]}; 
 assign d26  =  {c25[2:0],c18[ 3]}; 
 assign d27  =  {c26[2:0],c19[ 3]};
 assign d28  =  {c27[2:0],c20[ 3]}; 
 assign d29  =  {c28[2:0],c21[ 3]};
 assign d30  =  {c29[2:0],c22[ 3]};
 assign d31  =  {1'b0,c24[3],c25[3],c26[3]};
 assign d32  =  {c31[2:0],c27[ 3]}; 
 assign d33  =  {c32[2:0],c28[ 3]}; 
 assign d34  =  {c33[2:0],c29[ 3]};
 assign d35  =  {1'b0,c31[3],c32[3],c33[3]};
 add3 m1(.in(d1),.out(c1)); 
 add3 m2(.in(d2),.out(c2));
 add3 m3(.in(d3),.out(c3));
 add3 m4(.in(d4),.out(c4));
 add3 m5(.in(d5),.out(c5)); 
 add3 m6(.in(d6),.out(c6));
 add3 m7(.in(d7),.out(c7)); 
 add3 m8(.in(d8),.out(c8)); 
 add3 m9(.in(d9),.out(c9));
 add3 m10(.in(d10),.out(c10));
 add3 m11(.in(d11),.out(c11));
 add3 m12(.in(d12),.out(c12)); 
 add3 m13(.in(d13),.out(c13));
 add3 m14(.in(d14),.out(c14));
 add3 m15(.in(d15),.out(c15));
 add3 m16(.in(d16),.out(c16));
 add3 m17(.in(d17),.out(c17)); 
 add3 m18(.in(d18),.out(c18));
 add3 m19(.in(d19),.out(c19));
 add3 m20(.in(d20),.out(c20));
 add3 m21(.in(d21),.out(c21));
 add3 m22(.in(d22),.out(c22)); 
 add3 m23(.in(d23),.out(c23));
 add3 m24(.in(d24),.out(c24));
 add3 m25(.in(d25),.out(c25));
 add3 m26(.in(d26),.out(c26));
 add3 m27(.in(d27),.out(c27)); 
 add3 m28(.in(d28),.out(c28));
 add3 m29(.in(d29),.out(c29)); 
 add3 m30(.in(d30),.out(c30));
 add3 m31(.in(d31),.out(c31));
 add3 m32(.in(d32),.out(c32)); 
 add3 m33(.in(d33),.out(c33));
 add3 m34(.in(d34),.out(c34));
 add3 m35(.in(d35),.out(c35));
 assign ONES = {c13[2:0],A[0]}; 
 assign TENS = {c23[2:0],c13[3]}; 
 assign HUNDREDS = {c30[2:0],c23[3]};
 assign THOUSANDS = {c34[2:0],c30[3]};
 assign TEN_THOUSANDS = {c35[2:0],c34[3]};
 assign HUNDRED_THOUSANDS = c35[3];
endmodule 
File: flow/run.sh
#!/bin/bash
# OpenROAD 26Q1-2900-gdf79404cd8, Yosys 0.63+post, stock flow scripts
make -C /OpenROAD-flow-scripts/flow DESIGN_CONFIG=/design/flow/config.mk WORK_HOME=/design/flow/orfs finish
==> results.toml <==
# yosys + openroad results
[outcome]
status = "finished, final reports clean"

[layout]
stdcell_area_sq_um = 4880
most-common-layout-cells = "61 x sky130_fd_sc_hd__nand2_1, 52 x sky130_fd_sc_hd__nor2_1, 48 x sky130_fd_sc_hd__a21oi_1"
fin_util = 0.443
layout_top_cell_excl_fill_tap = "sky130_fd_sc_hd__nand2_1"
register_area_sq_um = 0
final.clkbuf_count = 0
post_route_cells_drive_above_1_share = 0.110
areaGrowthSynthToFinish_pct = 5.68
stdcell_count = 828
layout.sequential_cells = 0
fillerInstances = 1120

[global_route]
antenna_found_initial = 0
grt_start_max_net_pins = 41
track_usage = 0.221
globalRoute.totalOverflow = 0
wire_length_of_the_first_global_routing_pass_um = 22300
first_global_vias = 4606

[final_timing]
rsz0062_at_grt = "no"
finalHoldViolCount = 0
slew_headroom = 0.363
worst_pin_slew_ns = 0.950
post-route-period-util = 0.696
sum_of_negative_setup_slack_ns = 0
slew_viol_final = 0
final_critical_period_ns = 14.97
upper_clock_frequency_limit_ghz = 0.0668
final-setup-viol-count = 0

[worst_setup_path]
largest_incremental_delay_on_the_critical_path_ns = 0.80
startpoint_type = "input pin"
worst_path_dominant_cell_family = "AND-OR/OR-AND gates"
worst_setup_path_end_kind = "output pin"
path_buffers = 3
crit_type = "in -> out"
cp_max_fo = 40
critical-path-slowest-cell = "sky130_fd_sc_hd__nor3_2"
cp.arrival_ns = 10.67
cp_cell_sequence = "clkdlybuf4s50_1, buf_4, nand2_1, a21o_1, a221oi_2, or3_1, o22ai_2, nor3_2, nor3_1, a32oi_1, a22oi_1, or2_1, a21oi_1, nand3_1, a221oi_1, o21ai_0, or2_1, o211ai_1, clkdlybuf4s50_1"
cp.required_ns = 17.20

[clock_network]
cts_hold_fix_bufs = 0
gates_resized_cts_repair = 0
cts_post_setup_buffers_inserted = 0

[logic_synthesis]
post_synth_ao_oa_area_fraction = 0.540
ys_area_sq_um = 4620
ys_seq_share = 0
top_cell_area_share = 0.0520
post-synth-top-area-cell = "sky130_fd_sc_hd__a21oi_1"
synth_warnings = 1
ys_sh_mux = 0.0311
syn-cell-area_sq_um = 4620
synthesis.instances = 708
xor_share = 0.0187
netlist_logic_family_top = "AND-OR/OR-AND gates"
synth.distinct_cells = 106
adder_share = 0.00433
fraction_of_the_mapped_netlist_area_in_simple_logic_gates = 0.319
ys_cells = 708
area_leaders = "sky130_fd_sc_hd__a21oi_1 5.2%, sky130_fd_sc_hd__o21ai_0 5.0%, sky130_fd_sc_hd__nand2_1 5.0%"
post_synth.cell_area_avg_sq_um = 6.53

[placement]
dp_hpwl_um = 9380
post_dp_cell_area_sq_um = 4880
numPlacedInstances = 828
buffer_ports.inserted = 33
gpl.final_weighted_congestion = 0.944

[floorplanning]
die_height_um = 109
row_count = 38
floorplan.initialDensity = 0.419
design.die.area_sq_um = 12000
die_w_um = 109
placeableCoreArea_sq_um = 11000
io-pin-count = 37

[power]
pwr_density_cell_nw_per_um2 = 98.9
finalPower_uw = 483
leakagePower_uw = 0.00162
worst_ir_drop_vdd_uv = 87.0

[routing]
total_number_of_vias = 5530
drt_pre_antenna_iters = 4
detail_route.wirelength_um = 12900
post_drt_wl_per_cell_um = 15.6
antenna_violating_nets_post_route = 0
post-route-drc-count = 0
drt-vias-per-instance = 6.68
drt-initial-drc-count = 502
n_antenna_cell = 0

[hold_path]
timing.hold.worst.class = "in -> out"
worst_hold_path.num_cells = 0
hold_path.startpoint = "A[0]"
hold_path_end = "ONES[0]"

[job]
number_of_warnings_in_the_stage_logs = 32
cap_viol_max_count = 0
## per-layer routing
layer,routed length [um],vias to the layer above,GRT usage
li1,-,2803,-
met4,120,0,0.0267
met3,966,12,0.0145
met5,0,-,0
met1,6170,2484,0.345
met2,5670,231,0.341
## report_power, final
part,switching (uW),internal [uW]
clock network,0,0
registers,0,0
logic,265,218
## how the worst max path moves through the flow
stage / startpoint / to / cells past startpoint
after CTS: A[15] / HUNDREDS[1] / 19
after global routing: A[15] / HUNDREDS[1] / 19
final: A[15] / HUNDREDS[1] / 19
## stage by stage
step                      worst slack (ns)  hold WS (ns)
final                                 6.53          8.60
after global routing                  5.92          8.60
after CTS                             6.55          8.60
after detailed placement              6.55          8.60
after global placement                6.77          8.60
after floorplan                       8.82          8.67
## Yosys cell counts (10+ instances only)
master,n
sky130_fd_sc_hd__a21o_1,11
sky130_fd_sc_hd__a31oi_1,16
sky130_fd_sc_hd__mux2i_1,11
sky130_fd_sc_hd__nor3_1,36
sky130_fd_sc_hd__a211oi_1,14
sky130_fd_sc_hd__o31ai_1,10
sky130_fd_sc_hd__inv_1,12
sky130_fd_sc_hd__a21oi_1,48
sky130_fd_sc_hd__o22ai_1,10
sky130_fd_sc_hd__buf_2,29
sky130_fd_sc_hd__and3_1,10
sky130_fd_sc_hd__nand3_1,34
sky130_fd_sc_hd__o21ai_0,46
sky130_fd_sc_hd__o211ai_1,15
sky130_fd_sc_hd__clkbuf_1,26
sky130_fd_sc_hd__nand4_1,12
sky130_fd_sc_hd__nor2_1,52
sky130_fd_sc_hd__nand2_1,61
## kinds of logic after synthesis
kind of cell             after synthesis
AND-OR/OR-AND                        321
XOR/XNOR                               9
adder cells (fa/ha/maj)                2
buffers and inverters                 82
multiplexers                          14
other                                  1
AND/OR/NAND/NOR                      279
## cell type report
| type | instances | area [sq um] | share of cell area |
|---|---|---|---|
| repair buffers | 45 | 420 | 0.0861 |
| well taps | 140 | 175 | 0.0359 |
| inverters | 16 | 60.1 | 0.0123 |
| multi-input cells | 627 | 4230 | 0.866 |
