==> ./design.v <==
package control_unit_pkg;
    localparam W_ST = 1; 
    typedef enum logic {
        IDLE        = 1'b0,
        PROCESING   = 1'b1
    } state_e;
    typedef enum logic {
        ZERO  = 1'b0,
        ONE   = 1'b1
    } value_e;
endpackage 
package Parameter_Definitions;
	parameter NBits = 8;  
endpackage
package definitions_pkg;
	 localparam  W_DISP_SEG  = 6;
	 localparam  W_OP = 1;
    localparam  W_DATA      = 16;
    localparam  W_ADDR      = 12;
	 localparam  W_BCD  =  4;
    localparam  W_DEPTH     = 2*W_DATA;
	 typedef logic [W_DISP_SEG-1:0] 	  disp_seg_t;	
	 typedef logic [W_OP:0] 	        op_t;	
	 typedef logic [W_BCD-1:0] 	     bcd_t;	
	 typedef logic [W_DEPTH-1:0] 	     prod_t;	
         typedef logic [W_DATA-1:0]        data_t;
endpackage
package definitions_pkg;
	 localparam  W_DISP_SEG  = 7;
	 localparam  W_OP = 1;
    localparam  W_DATA      = 16;
    localparam  W_ADDR      = 12;
	 localparam  W_BCD  =  4;
    localparam  W_DEPTH     = 2*W_DATA;
	 typedef logic [W_DISP_SEG-1:0] 	  disp_seg_t;	
	 typedef logic [W_OP:0] 	        op_t;	
	 typedef logic [W_BCD-1:0] 	     bcd_t;	
	 typedef logic [W_DEPTH-1:0] 	     prod_t;	
    typedef logic [W_DATA-1:0]        data_t;
endpackage
package dp_dc_ram_pkg ;
    localparam  W_DATA      = 5;
    localparam  W_ADDR      = 12;
    localparam  W_DEPTH     = 2**W_ADDR;
    typedef logic [W_DATA-1:0]        data_t;
    typedef logic [W_ADDR-1:0]        addr_t;
endpackage
module Comb_Block_DIV (
	input start_over,
	input [15:0]Start_Data,
	input clk,
	input S,
	input [15:0]Q,
	input [31:0]A_SHIFT1,
	input [15:0]A_AFTER_OP,
	input [15:0]A_REF,
	output [31:0]AQ,
	output QN
);
reg	[31:0]	AQ_TEMP;
reg				QN_TEMP;	
always_ff @(posedge clk)
begin
	if (start_over)
		begin
			QN_TEMP <= 1'b0;
			AQ_TEMP <= {A_SHIFT1[31:15],Start_Data};
		end
	else if(S != A_AFTER_OP[15])
		begin
			if (A_AFTER_OP != A_REF)
				begin
					AQ_TEMP <= A_SHIFT1;
					QN_TEMP <= 1'b0;
				end
			else
				begin
					AQ_TEMP <= {A_AFTER_OP,A_SHIFT1[15:0]};
					QN_TEMP <= 1'b0;
				end
		end
	else
		begin
			if (A_AFTER_OP == A_REF)
				begin
					QN_TEMP <= 1'b1;
					AQ_TEMP <= {A_AFTER_OP,Q[15:1],1'b1};
				end
			else 
				begin
					QN_TEMP <= 1'b0;
					AQ_TEMP <= {A_AFTER_OP,A_SHIFT1[15:0]};
				end
		end
end
assign QN = QN_TEMP;
assign AQ = AQ_TEMP;
endmodule
module Counter_DIV
(
	input clk,
	input rst,	 
	input enb,
	output overflow 								 
);
logic [16-1:0] count;							
logic ovf;
always @ (posedge clk or negedge rst) 
	begin
		if (!rst)
			begin	
				count <= 15;	
				ovf <= 0;
			end
		else 
			begin		
				if(enb)
					begin
						if(count > 0 )	
							begin
								count <= count - 1'b1;
								ovf <= 0;
							end
						else
							begin
								ovf <= 1;
								count <= 15;	
							end
					end
				 else
					begin
						ovf <= 0;
					end
			end
end
assign overflow = ovf;
assign count_till_ovf = count;
endmodule
module DIVISOR
(
	input 			clk,
	input 			rst,
	input 			start,
	input 			enable,
	input  			LOAD_Dividend,
	input  			LOAD_Divisor,
	input  [15:0]	Data,
	input [15:0] SUM,
	input [15:0] SUB,
	output [15:0] A,
	output [15:0]DIVISO,
	output [15:0]	Result,
	output [15:0]	Residue, 
	output 			ready
	);
wire [15:0] WIRE_DIVIDEND;
wire [15:0] WIRE_DIVISOR;
wire [15:0] WIRE_Q1;
wire [15:0] WIRE_Q2;
wire [15:0] WIRE_A;
wire [31:0] WIRE_AQ_S1;
wire WIRE_COUNTER_FLAG;
wire [15:0] WIRE_REST;
wire [15:0] WIRE_SUM;
wire [15:0] WIRE_AFTER_OP;
wire [15:0] WIRE_A_REF;
wire [31:0] WIRE_AQ;
wire WIRE_QN;
PIPO PIPO_DIVIDEND_MOD
(
	.clk(clk),
	.rst(rst),
	.LOAD(LOAD_Dividend),
	.DATA(Data),
	.OUT(WIRE_DIVIDEND)
);
PIPO PIPO_DIVISOR_MOD
(
	.clk(clk),
	.rst(rst),
	.LOAD(LOAD_Divisor),
	.DATA(Data),
	.OUT(WIRE_DIVISOR)
);	
DIVISOR_A  Multiplexor_D1
(
	. Condition(WIRE_DIVIDEND),
	. init(start),
	. A(WIRE_AQ[31:16]),
	. OUT(WIRE_A),
	. OUT_ref(WIRE_A_REF)
);
Multiplexor_D Multiplexor_D2
(
	. Selector(enable),
	. REG1(WIRE_AQ[15:0]),
	. REG2(WIRE_DIVIDEND),
	. Output(WIRE_Q1)
);
Register_Shifter2 SHIFTER_MOD_DIV
(
	. DATA({WIRE_A,WIRE_Q1}),
	. Reg_Shift_Out(WIRE_AQ_S1)
);
Counter_DIV Counter_DIV_MOD
(
	. clk(clk),
	. rst(rst),	 
	. enb(enable),
	. overflow(WIRE_COUNTER_FLAG) 								 
);
	assign A = WIRE_A;
	assign DIVISO = WIRE_DIVISOR;
Multiplexor_D Multiplexor_D3
(
	. Selector(WIRE_DIVISOR[15] ~^ WIRE_AQ_S1[31]),
	. REG1(SUB),
	. REG2(SUM),
	. Output(WIRE_AFTER_OP)
);
Comb_Block_DIV COMB_DIV_MOD(
	. start_over(WIRE_COUNTER_FLAG),
	. Start_Data(WIRE_DIVIDEND),
	. clk(clk),
	. Q(WIRE_Q1),
	. S(WIRE_AQ_S1[31]),
	. A_SHIFT1(WIRE_AQ_S1),
	. A_AFTER_OP(WIRE_AFTER_OP),
	. A_REF(WIRE_A_REF),
	. AQ(WIRE_AQ),
	. QN(WIRE_QN)
);
wire [15:0] WIRE_Q1_TEMP;
wire [15:0] WIRE_A_TEMP;
PIPO PIPO_FINAL_MOD_Q
(
	.clk(clk),
	.rst(rst),
	.LOAD(WIRE_COUNTER_FLAG),
	.DATA(WIRE_Q1),
	.OUT(WIRE_Q1_TEMP)
);
PIPO PIPO_FINAL_MOD_A
(
	.clk(clk),
	.rst(rst),
	.LOAD(WIRE_COUNTER_FLAG),
	.DATA(WIRE_A),
	.OUT(WIRE_A_TEMP)
);
wire [15:0] WIRE_result;
wire [15:0] WIRE_residue;
SIGN_DIV SIGN_DIV_MOD(
	.Divisor_Sign(WIRE_DIVISOR[15]),
	.Dividend_Sign(WIRE_DIVIDEND[15]),
	.Result_RAW(WIRE_Q1_TEMP),
	.Residue_RAW(WIRE_A_TEMP),
	.Result(WIRE_result),
	.Residue(WIRE_residue)
);
assign Result = WIRE_Q1;
assign Residue = WIRE_A;
assign ready = WIRE_COUNTER_FLAG;
endmodule
module DIVISOR_A 
(
	input  [15:0]  Condition,
	input 			init,
	input  [15:0]	A,
	output [15:0] 	OUT,
	output [15:0]	OUT_ref
);
reg [15:0] OUT_TEMP;
reg [15:0] OUT_REF_TEMP;
always_comb
	begin
		if (init)
			begin
				if (Condition[15])
					begin
						OUT_TEMP = {16{1'b1}}; 
						OUT_REF_TEMP = {16{1'b1}};
					end
				else
					begin
						OUT_TEMP = {16{1'b0}};
						OUT_REF_TEMP = {16{1'b0}};
					end
			end
		else
			begin
				OUT_TEMP <= A;
				if (Condition [15])
					begin
						OUT_REF_TEMP <= {16{1'b1}};
					end
				else
					begin
						OUT_REF_TEMP <= {16{1'b0}};
					end
			end
	end
assign OUT = OUT_TEMP;
assign	OUT_ref = OUT_REF_TEMP;
endmodule
module Multiplexor_D 
(
	input 				Selector,
	input 	[15:0]	REG1,
	input 	[15:0]	REG2,
	output	[15:0]	Output
);
reg [15:0] out_reg;
always_comb 
	begin
		if(Selector)
			out_reg = REG1;
		else
			out_reg = REG2;
	end
assign Output = out_reg;
endmodule
module PIPO 
(
	input 			clk,
	input 			rst,
	input 			LOAD,
	input  [15:0]	DATA,
	output [15:0]	OUT
);
reg [15:0]Register;
always_ff@(posedge clk or negedge rst) 
	begin
		if(!rst)
			begin
				Register	= {16*{1'b0}};				
			end
		else 
			begin
				if (LOAD)
					begin
						Register <= DATA;
					end
				else
					begin
						Register	<= Register;
					end
			end
	end
assign OUT = Register;
endmodule
module Register_Shifter2 
(
input  [31:0]       DATA,
output [31:0]       Reg_Shift_Out
);
assign Reg_Shift_Out = DATA << 1;
endmodule
module SIGN_DIV (
	input Divisor_Sign,
	input Dividend_Sign,
	input [15:0]Result_RAW,
	input [15:0]Residue_RAW,
	output [15:0]Result,
	output [15:0]Residue
);
reg [15:0] REG_RESULT;
reg [15:0] REG_RESIDUE;
reg [1:0] temp;
always_comb
	begin
		temp = {Dividend_Sign,Divisor_Sign};
		if(Dividend_Sign == 1'b1)	 
			begin
				if(Divisor_Sign == 1'b1)
					begin
						REG_RESULT = Result_RAW;						
						REG_RESIDUE = Residue_RAW;
					end
				else
					begin
						REG_RESULT = ~Result_RAW + 1'b1;
						REG_RESIDUE = Residue_RAW ;
					end
			end
		else
			begin
				if (Divisor_Sign == 1'b0)
					begin
						REG_RESULT  =  Result_RAW ;
						REG_RESIDUE = Residue_RAW;
					end
				else
					begin
						REG_RESULT = ~Result_RAW +1'b1;
						REG_RESIDUE = Residue_RAW;
					end
			end
	end
assign	Result	= REG_RESULT;
assign	Residue  = REG_RESIDUE;
endmodule
==> ./run.sh <==
#!/bin/bash
# OpenROAD 26Q1-2900-gdf79404cd8, Yosys 0.63+post, stock flow scripts
make -C /OpenROAD-flow-scripts/flow DESIGN_CONFIG=/design/flow/config.mk WORK_HOME=/design/flow/orfs finish
==> ./config.mk <==
export PLATFORM = sky130hd
export DESIGN_NAME = DIVISOR
export DESIGN_NICKNAME = DIVISOR
export VERILOG_FILES = /design/flow/design.v
export SDC_FILE = /design/flow/constraint.sdc
export NUM_CORES = 4
export LEC_CHECK = 1
export CORE_UTILIZATION = 40
==> ./constraint.sdc <==
current_design DIVISOR

set clk_period 5.3
set clk_io_pct 0.2

create_clock -name clk0 -period $clk_period [get_ports {clk}]

set non_clock_inputs [all_inputs -no_clocks]
set_input_delay [expr $clk_period * $clk_io_pct] -clock clk0 $non_clock_inputs
set_output_delay [expr $clk_period * $clk_io_pct] -clock clk0 [all_outputs]
==> qor.yml <==
worst_setup_path:
  r2r_slack_ns: 2.29
  start_kind: "input port"
  critical_path_class: "input port to output port"
  cp_cell_sequence: "clkdlybuf4s50_1 > inv_1 > nor2_1 > buf_4 > a21oi_1 > inv_1 > clkdlybuf4s50_1"
  timing.rr.start: "PIPO_DIVIDEND_MOD.Register[15]"
  critPathCaptureType: "output port"
  critPathMaxStageDelay_ns: 0.47
  cp_max_fo: 16
  reg2reg_to: "COMB_DIV_MOD.AQ_TEMP[4]"
  crit_buf_inv: 5
  cp.required_ns: 4.24
  cp_data_arrival_time_ns: 3.11
  worst_r2r_path_depth: 6
  cp_slowest_cell: "clkdlybuf4s50_1"
  critPathTopFamily: "buffers and inverters"
floorplan:
  die_h_um: 108.2
  die_area_sq_um: 11710
  fp-utilization: 0.4127
  rows: 38
  ios: 119
  fp.dieW_um: 108.2
  core_sq_um: 10940
synth:
  yosys_warnings: 7
  ys_seq_frac: 0.4147
  syn_avg_cell_area_sq_um: 9.685
  edf_count: 0
  syn_area_sq_um: 4513
  yosys_cells: 466
  async_reset_ff_frac: 0.6049
  synth_top_area_share: 0.2495
  synth_flops: 81
  area_leaders: "dfrtp_1 25%, dfxtp_1 14%, mux2_2 8.7%"
  largest_area_cell: "dfrtp_1"
  synth_cell_types: 47
  synthCells: 466
  ff_type: "dfrtp_1"
  ys_chip_area_sq_um: 4513
placed_design:
  hpwl_um: 7515
  dpl_worst_slack_ns: 1.154
  dp_cells: 682
  gp_congestion: 0.8865
  portBuffers: 118
min_path:
  holdPathEnd: "PIPO_DIVISOR_MOD.Register[8]"
  hp-start: "PIPO_DIVISOR_MOD.Register[8]"
  hold_class: "register to register"
  whs_path_depth: 1
finish:
  final_common_cell: "clkdlybuf4s50_1"
  drive_above_1_share: 0.1792
  finalNonFillerCells: 698
  final_cell_mix: "117 x clkdlybuf4s50_1, 50 x nor2_1, 44 x dfrtp_1"
  syn_to_final_growth_pct: 31.16
timing:
  hold_violations: 0
  rsz0062_at_grt: "false"
  slew_headroom: 0.4072
  worstMarginPinSlew_ns: 0.8769
  skew_ns: 0.008423
  finalCritPeriodShare: 0.7868
  final-setup-viol-count: 0
  finalWorstSetupSlack_ns: 1.130
  fmax_mhz: 239.8
  post-route-min-period_ns: 4.170
  slew_violations: 0
  tns_ns: 0
pwr:
  swShare: 0.3099
  power.switching_uw: 723.2
  power_frac_seq: 0.378
  peakVddDrop_v: 0.0002361
  p_leak_nw: 2.406
  power_frac_clock: 0.261
  p_int_mw: 1.611
  combinationalPowerShare: 0.361
  power.density_nw_per_um2: 394.3
global_route:
  use_met2: 0.2607
  grtUsageMet1: 0.3322
  grt_max_degree: 68
  grt_use_total: 0.1954
  grt_use_met3: 0.05706
  grt-ovfl-total: 0
  antenna_found_initial: 0
  grt_pass1_wl_um: 17420
  grt_busiest_layer: "met1"
  grt_pass1_vias: 3359
clocking:
  clk_pin_slew_worst_paths_ns: 0.06
  cts_setup_buffers: 0
  cts.path.max_buffers: 2
  ctsResizeCount: 0
  clock_latency_ns: 0.33
  cts_hold_buf: 0
  cts-root-buf: "clkbuf_16"
  cts_tree: "built"
  cts_sinks: 81
  cts-buffers-inserted: 9
  htreeDepth: 3
route:
  dr.pass1.iters: 4
  drtIter0Drc: 176
  n_antenna_cell: 0
  ant_nets: 0
  vias: 3637
  drc: 0
  viasPerCell: 5.211
  totalWireLength_um: 10660
  wl_per_cell_um: 15.28
job:
  warnings: 26
  drv_cap: 0
run_status:
  outcome: "finished, final reports clean"
cell families after synthesis:
group	synth area share
AND/OR/NAND/NOR	0.1946
buffers and inverters	0.09565
flip-flops	0.4147
adder cells (fa/ha/maj)	0.005544
AND-OR/OR-AND	0.1539
multiplexers	0.1004
XOR/XNOR	0.03521
synth_stat cells, types with 2 or more instances:
| master | count |
|---|---|
| xor2_1 | 5 |
| buf_2 | 6 |
| ha_1 | 2 |
| nor4_1 | 37 |
| nor2_1 | 50 |
| nand3_1 | 4 |
| xnor2_1 | 10 |
| buf_6 | 3 |
| inv_1 | 35 |
| o21ai_0 | 27 |
| a221oi_1 | 7 |
| or2_1 | 2 |
| buf_4 | 18 |
| nor4_4 | 2 |
| clkbuf_1 | 21 |
| and3_1 | 2 |
| a221oi_2 | 23 |
| nor4_2 | 6 |
| dfrtp_1 | 45 |
| inv_2 | 2 |
| nor3_1 | 6 |
| nand2_1 | 36 |
| a21o_1 | 2 |
| mux2_2 | 35 |
| dfxtp_1 | 32 |
| a21oi_1 | 14 |
| nand2b_1 | 5 |
| nand4_1 | 7 |
| dfstp_2 | 4 |
metrics by stage:
step	power, mW	instance area [sq um]	hold WS (ns)	util
after floorplan	1.456	4513	0.4556	-
after global placement	1.729	5628	0.4894	0.5146
after detailed placement	1.732	5628	0.4947	0.5146
after CTS	2.360	5919	0.5098	0.5413
after global routing	2.495	5919	0.5249	0.5413
final	2.334	5919	0.5065	0.5413
power groups by stage:
stage     registers, mW  logic (mW)  clock network (mW)
4_1_cts           0.882       0.848               0.630
5_1_grt           0.903       0.940               0.653
6_report          0.882       0.843               0.609
worst max path at each step:
stage / from / end / slack, ns / cells past startpoint
5_1_grt: start / Residue[10] / 1.01 / 7
6_report: start / Residue[10] / 1.13 / 7
4_1_cts: start / Residue[10] / 1.14 / 7
state kept, by name, indices dropped and copies added, names as in the netlist:
| name | cells |
|---|---|
| Counter_DIV_MOD.count | 16 |
| PIPO_DIVISOR_MOD.Register | 16 |
| PIPO_DIVIDEND_MOD.Register | 16 |
| Counter_DIV_MOD.ovf | 1 |
| COMB_DIV_MOD.AQ_TEMP | 32 |
metal layers:
metal | vias up | wire length, um
met1 | 1687 | 5376
met2 | 103 | 4449
met4 | 0 | 96
li1 | 1841 | -
met3 | 6 | 740
met5 | - | 0
cell type report:
type / instances / area (sq um)
fillers: 958 / 5016
multi-input cells: 299 / 2210
flip-flops and latches: 81 / 1876
repair buffers: 125 / 1229
clock buffers: 11 / 232.7
well taps: 140 / 175.2
inverters: 37 / 138.9
clock inverters: 5 / 58.81
Power figures rest on the tool's default switching activity, not on a simulated workload.
